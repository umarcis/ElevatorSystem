`/design/flow/design.v`:
```
`timescale 1ns / 1ps
module elevator(clk,  reset, BG, BF1, BF2, BF3, reqG, reqF1, reqF2, reqF3, overload, firealarm,
an, seg, door_open, door_closed, prox, FAout, OLout 
);
 input clk, reset, BG, BF1, BF2, BF3, reqG, reqF1, reqF2, reqF3, 
overload, firealarm;
 output reg [1:0] prox;
 output reg OLout, FAout;
 output [6:0] seg;
 output reg door_open , door_closed ;
 output [7:0] an;
 parameter openG = 5'b00000, closedG = 5'b00001, openF1 = 5'b00010, closedF1 = 
 5'b00011, openF2 = 5'b00100, closedF2 = 5'b00101, openF3 = 5'b00110, closedF3 = 
 5'b00111, idle = 5'b01000; 
 parameter OLG = 5'b01001, OLF1 = 5'b01010, OLF2 = 5'b01011, 
 OLF3 = 5'b01100, FAG = 5'b01101, FA1 = 5'b01110, FA2 = 
 5'b01111, FA3 = 5'b10000;
 reg[4:0] state, next_state;
 reg [25:0] counter;
 reg clk1hz;
 reg [17:0] countr;
 reg clk250hz;
 initial begin
 counter = 0;
 clk1hz = 1;
 countr = 0;
 clk250hz = 1;
 end
 always @(posedge clk)
 begin
 if(counter == 49_999999)
 begin counter <= 0;
 clk1hz <= ~clk1hz; 
 end
 else
 begin
 clk1hz <= clk1hz;
 counter <= counter + 1; end
 end
 always@(posedge clk1hz or posedge reset) 
 begin
 if(reset==1)
 state <= idle;
 else
 state <= next_state;
 end
 always @(*)
 begin
 case (state)
 idle: begin
    if (firealarm == 0)
    begin
    if ((BG==1 || reqG==1) & overload == 0)
        next_state = idle;
    else if ((BF1==1 || reqF1==1) & overload == 0)
        next_state = openF1;
    else if ((BF2==1 || reqF2==1) & overload == 0)
        next_state = openF2;
    else if ((BF3==1 || reqF3==1)& overload == 0)
        next_state = openF3;
    else if ((BG==1 || reqG==1) || (BF1==1 || reqF1==1) || (BF2==1 || reqF2==1) || (BF3==1 || reqF3==1) & overload == 1)
        next_state = OLG;
    else
        next_state = idle;
    end
    else
        next_state = FAG;
    end
 openG: begin
    if (firealarm == 0)
    begin
    if ((BG==1 || reqG==1))
        next_state = openG;
    else if ( (BF1==1 || reqF1==1) || (BF2==1 || reqF2==1) || (BF3==1 || reqF3==1)& overload == 0) 
        next_state = closedG;
    else if ((BG==1 || reqG==1) || (BF1==1 || reqF1==1) || (BF2==1 || reqF2==1) || (BF3==1 || reqF3==1) & overload == 1)
        next_state = OLG;
    else
        next_state = openG;
    end
    else
        next_state = FAG;
    end
 closedG: begin
    if (firealarm == 0)
    begin
    if ((BG==1||reqG==1)) 
        next_state = openG;
    else if ((BF1==1 || reqF1==1) || (BF2==1 || reqF2==1) || (BF3==1 || reqF3==1)& overload == 0)
        next_state = closedF1;
    else if ((BG==1 || reqG==1) || (BF1==1 || reqF1==1) || (BF2==1 || reqF2==1) || (BF3==1 || reqF3==1) & overload == 1)
        next_state = OLG;
    else 
        next_state = openG;
    end 
    else
        next_state = FAG;
    end
 openF1: begin
    if(firealarm == 0)
    begin
    if ((BG==1 || reqG==1) & overload == 0)
        next_state = closedF1;
    else if ((BF1==1 || reqF1==1) & overload == 0)
        next_state = openF1;
    else if ((BF2==1 || reqF2==1) & overload == 0)
        next_state = closedF1;
    else if ((BF3==1 || reqF3==1) & overload == 0 )
        next_state = closedF1;
    else if ((BG==1 || reqG==1) || (BF1==1 || reqF1==1) || (BF2==1 || reqF2==1) || (BF3==1 || reqF3==1) & overload == 1)
        next_state = OLF1;
    else
        next_state = openF1;
    end
    else 
        next_state = FA1;
    end
 closedF1: begin
    if (firealarm == 0)
    begin
    if ((BG==1 || reqG==1) & overload == 0)
        next_state = closedG;
    else if ((BF1==1 || reqF1==1) & overload == 0)
        next_state = openF1; 
    else if ((BF2==1 || reqF2==1) & overload == 0)
        next_state = closedF2;
    else if ((BF3==1 || reqF3==1) & overload == 0)
        next_state = closedF2;
    else if ((BG==1 || reqG==1) || (BF1==1 || reqF1==1) || (BF2==1 || reqF2==1) || (BF3==1 || reqF3==1) & overload == 1)
        next_state = OLF1; 
    else
        next_state = openF1 ;
    end
    else
        next_state = FA1;
    end
 openF2: begin
    if(firealarm == 0)
    begin
    if ((BG==1 || reqG==1) & overload == 0)
        next_state = closedF2;
    else if ((BF1==1 || reqF1==1) & overload == 0)
        next_state = closedF2;
    else if ((BF2==1 || reqF2 ==1) & overload == 0)
        next_state = openF2;
    else if ((BF3==1 || reqF3==1) & overload == 0)
        next_state = closedF2;
    else if ((BG==1 || reqG==1) || (BF1==1 || reqF1==1) || (BF2==1 || reqF2==1) || (BF3==1 || reqF3==1) & overload == 1)
        next_state = OLF2;
    else
        next_state = openF2;
    end
    else
        next_state = FA2;
    end
 closedF2: begin
    if (firealarm==0)
    begin
    if ((BG==1 || reqG==1) & overload == 0)
        next_state = closedF1;
    else if ((BF1==1 || reqF1==1) & overload == 0 )
        next_state = closedF1;
    else if ((BF2==1 || reqF2 ==1) & overload == 0 ) 
        next_state = openF2;
    else if ((BF3==1 || reqF3==1) & overload == 0 )
        next_state = closedF3;
    else if ((BG==1 || reqG==1) || (BF1==1 || reqF1==1) || (BF2==1 || reqF2==1) || (BF3==1 || reqF3==1) & overload == 1 )
        next_state = OLF2;
    else
        next_state = openF2;
    end
    else
        next_state = FA2;
    end
 openF3: begin
    if(firealarm == 0)
    begin
    if ((BG==1 || reqG==1) & overload == 0)
        next_state = closedF3;
    else if ((BF1==1 || reqF1==1) & overload == 0) 
        next_state = closedF3;
    else if ((BF2==1 || reqF2 ==1) & overload == 0)
        next_state = closedF3;
    else if ((BF3==1 || reqF3==1) & overload == 0)
        next_state = openF3;
    else if ((BG==1 || reqG==1) || (BF1==1 || reqF1==1) || (BF2==1 || reqF2==1) || (BF3==1 || reqF3==1) & overload == 1)
        next_state = OLF3; 
    else
        next_state = openF3;
    end
    else
        next_state = FA3;
    end
 closedF3: begin
    if(firealarm == 0)
    begin
    if ((BG==1 || reqG==1) & overload == 0)
        next_state = closedF2;
    else if ((BF1==1 || reqF1==1) & overload == 0)
        next_state = closedF2;
    else if ((BF2==1 || reqF2 ==1) & overload == 0)
        next_state = closedF2;
    else if ((BF3==1 || reqF3==1) & overload == 0)
        next_state = openF3;
    else if ((BG==1 || reqG==1) || (BF1==1 || reqF1==1) || (BF2==1 || reqF2==1) || (BF3==1 || reqF3==1) & overload == 1)
        next_state = OLF3;
    else
        next_state = openF3;
    end
    else
        next_state = FA3;
    end   
 OLG: next_state = openG;
 OLF1: next_state = openF1;
 OLF2: next_state = openF2;
 OLF3: next_state = openF3;
 FAG: next_state = openG;
 FA1: next_state = FAG;
 FA2: next_state = FA1;
 FA3: next_state = FA2;
 default : next_state = state;
 endcase
 end
 always @(state)
 begin 
 door_open = 1; door_closed = 0;
 prox = 0;
 FAout = 0;
 OLout = 0;
 case (state)  
 idle: begin 
    door_open = 1; 
    door_closed = 0; 
    prox = 0; 
    FAout= 0 ; 
    OLout = 0; 
    end
 openG: begin 
    door_open = 1; 
    door_closed = 0; 
    prox = 0; 
    FAout = 0; 
    OLout = 0;
    end
 closedG: begin 
    door_open = 0; 
    door_closed = 1; 
    prox =0; 
    FAout = 0; 
    OLout = 0; 
    end
 openF1: begin 
    door_open = 1; 
    door_closed = 0; 
    prox =1; 
    FAout = 0; 
    OLout = 0;
    end
 closedF1: begin 
    door_open = 0; 
    door_closed = 1; 
    prox =1; 
    FAout = 0; 
    OLout = 0;
    end
 openF2: begin 
    door_open = 1; 
    door_closed = 0; 
    prox =2; FAout = 0; 
    OLout = 0;
    end
 closedF2: begin 
   door_open = 0; 
   door_closed = 1; 
   prox =2; 
   FAout = 0; 
   OLout = 0;
 end
 openF3: begin 
    door_open = 1; 
    door_closed = 0; 
    prox =3; 
    FAout = 0; 
    OLout = 0;
    end
 closedF3: begin 
    door_open = 0; 
    door_closed = 1; 
    prox =3; 
    FAout = 0; 
    OLout = 0;
    end
 OLG: begin 
    door_open = 1; 
    door_closed = 0; 
    prox =0; 
    FAout = 0; 
    OLout = 1;
    end
 OLF1: begin 
    door_open = 1; 
    door_closed = 0; 
    prox =1; 
    FAout = 0; 
    OLout = 1;
    end
 OLF2: begin 
    door_open = 1; 
    door_closed = 0; 
    prox =2; 
    FAout = 0; 
    OLout = 1;
    end
 OLF3: begin 
    door_open = 1; 
    door_closed = 0; 
    prox =3; 
    FAout = 0; 
    OLout = 1;
    end
 FAG: begin 
    door_open = 1; 
    door_closed = 0; 
    prox =0; 
    FAout = 1; 
    OLout = 0;
    end
 FA1: begin 
    door_open = 0; 
    door_closed = 1; 
    prox =1; 
    FAout = 1; 
    OLout = 0;
    end
 FA2: begin 
    door_open = 0; 
    door_closed = 1; 
    prox =2; 
    FAout = 1; 
    OLout = 0;
    end
 FA3: begin 
    door_open = 0; 
    door_closed = 1; 
    prox =3; 
    FAout = 1; 
    OLout = 0;
    end
 endcase
 end
 always @(posedge clk)
 begin
 if(countr == 199999)
    begin 
    countr <= 0;
    clk250hz <= ~clk250hz; 
    end
 else
    begin
    clk250hz <= clk250hz;
    countr <= countr + 1;
    end
 end
 reg [3:0] FA_status1, FA_status2, OL_status1, OL_status2, position;
 always @(clk250hz)
 begin 
 position <= prox;
 if(FAout == 1)
    begin
    FA_status1 <= 4'hA;
    FA_status2 <= 4'hF;
    end
 else
    begin
    FA_status1 <= 0;
    FA_status2 <= 0;
    end
 if (OLout == 1)
    begin
    OL_status1 <= 4'h9;
    OL_status2 <= 4'h0;
    end
 else
    begin
    OL_status1 <= 0;
    OL_status2 <= 0;
    end
 end
 seven_segment s7 (.clk(clk), .in0(FA_status1), .in1(FA_status2), 
.in2(), .in3(), .in4(OL_status1), .in5(OL_status2), .in6(), 
.in7(position), .seg(seg), .an(an));
endmodule
module seven_segment(clk,in0, in1, in2, in3,in4,in5,in6,in7,seg,an); 
input [3:0] in0;
input [3:0] in1;
input [3:0] in2;
input [3:0] in3;
input [3:0] in4;
input [3:0] in5;
input [3:0] in6;
input [3:0] in7;
input clk;
wire [6:0] d0, d1, d2, d3, d4, d5, d6, d7;
output reg [6:0] seg;
output reg [7:0] an;
reg [17:0] count;
reg clk250hz;
initial begin
count = 0;
 clk250hz = 1;
end
always @(posedge clk)
begin
 if(count == 199999)
 begin count <= 0;
 clk250hz <= ~clk250hz; end
 else
 begin
 clk250hz <= clk250hz;
 count <= count + 1; end
end
reg [3:0] pstate,next;
initial begin
 pstate = 0;
 next = 0;
end
always @ (posedge clk250hz)
begin
 pstate <= next;
end
always @ (pstate)
begin
 case(pstate)
 0: begin next <= 1; an <= 8'b11111110; seg <= d0; end
 1: begin next <= 2; an <= 8'b11111101; seg <= d1; end
 2: begin next <= 3; an <= 8'b11111011; seg <= d2; end
 3: begin next <= 4; an <= 8'b11110111; seg <= d3; end
 4: begin next <= 5; an <= 8'b11101111; seg <= d4; end
 5: begin next <= 6; an <= 8'b11011111; seg <= d5; end
 6: begin next <= 7; an <= 8'b10111111; seg <= d6; end
 7: begin next <= 0; an <= 8'b01111111; seg <= d7; end
 default: begin next <= 0; an <= 8'b00000000; seg <= 7'b111_1111; end
 endcase
end
segdecoder D0(d0, in0);
segdecoder D1(d1, in1);
segdecoder D2(d2, in2);
segdecoder D3(d3, in3);
segdecoder D4(d4, in4);
segdecoder D5(d5, in5);
segdecoder D6(d6, in6);
segdecoder D7(d7, in7);
endmodule
module segdecoder(out,in); 
output reg [6:0] out;
input [3:0]in;
always @(in)
begin
 case(in)
 0: out = 7'b1000000;
 1: out = 7'b1111001;
 2: out = 7'b0100100;
 3: out = 7'b0110000;
 4: out = 7'b0001101;
 5: out = 7'b0100100;
 6: out = 7'b0000010;
 7: out = 7'b1111000;
 8: out = 7'b0000000;
 9: out = 7'b1000111;  
 10: out = 7'b0001000;  
 11: out = 7'b0000000;
 15: out = 7'b0001110;  
 default: out = 7'b1111111;
 endcase
end
endmodule
```
`/design/flow/run.sh`:
```
#!/bin/bash
# OpenROAD 26Q1-2900-gdf79404cd8, Yosys 0.63+post, stock flow scripts
make -C /OpenROAD-flow-scripts/flow DESIGN_CONFIG=/design/flow/config.mk WORK_HOME=/design/flow/orfs finish
```
`/design/flow/config.mk`:
```
export PLATFORM = sky130hd
export DESIGN_NAME = elevator
export DESIGN_NICKNAME = elevator
export VERILOG_FILES = /design/flow/design.v
export SDC_FILE = /design/flow/constraint.sdc
export NUM_CORES = 4
export LEC_CHECK = 1
export CORE_UTILIZATION = 30
```
`/design/flow/constraint.sdc`:
```
current_design elevator

set clk_period 3.5
set clk_io_pct 0.2

create_clock -name clk0 -period $clk_period [get_ports {clk}]

set non_clock_inputs [all_inputs -no_clocks]
set_input_delay [expr $clk_period * $clk_io_pct] -clock clk0 $non_clock_inputs
set_output_delay [expr $clk_period * $clk_io_pct] -clock clk0 [all_outputs]
```
==> out/qor.csv <==
stage;metric;value;unit
route;via density per instance;4.95;
floorplanning;Die Y;103;um
cts;buffers from clock root to sink, at most;2;
floorplanning;pre-placement core utilization;31.2;%
synthesis;count of library flops with an enable pin;2;
cts;count of instances resized after the clock tree is built;0;
synthesis;netlist area before placement;3080;sq um
critical_path;element type at the critical path start;register;
finish;area overhead of the layout relative to synthesis;15.9;%
cts;Post-CTS Setup Bufs;0;
global_routing;initial antenna violation count;0;
synthesis;Post-synth ARST share;9.26;%
final_timing;aggregate negative setup slack;0;ns
run_status;status;completed;
synthesis;Registers, synthesis;54;
final_timing;endpoints left unconstrained;29;
synthesis;Seq/Total Area, Yosys;36.6;%
global_routing;largest net degree at the start of global routing;22;
global_routing;combined global-route utilization of all metal layers;11.8;%
route;DRT iter0 DRCs;133;
synthesis;largest area contributor in the netlist;sky130_fd_sc_hd__dfxtp_1;
min_path;Worst Hold Class;reg2reg;
final_timing;max-slew violation count;0;
pwr;Total Power Consumption;914;uW
final_timing;count of unclocked register or latch pins;8;
synthesis;cells after synthesis;374;
final_timing;RSZ-0062 raised after global routing;false;
final_timing;shortest period the worst path allows;2.10;ns
floorplanning;site row count;36;
critical_path;crit path kind;reg2reg;
global_routing;residual overflow from global routing;0;
route;post-route DRC violation count;0;
synthesis;Cell variety after synth;61;
final_timing;final setup violating endpoints;0;
floorplanning;I/O Pins;33;
final_timing;final setup skew;0.00398;ns
floorplanning;core outline area;9860;sq um
placed_design;placed wire-length estimate after detailed placement;4370;um
critical_path;data arrival at the endpoint of the critical path;2.04;ns
synthesis;number of synthesis warnings;15;
placed_design;count of input and output buffers;32;
pwr;peak supply drop;0.232;mV
final_timing;Highest Clock Rate;477;MHz
cts;Clk pin slew, worst setup/hold paths;0.08;ns
final_timing;worst hold slack;0.456;ns
floorplanning;die boundary width;103;um
job;total number of warnings across the stage logs;29;
pwr;Leakage;1.37;nW
route;total number of vias;2626;
synthesis;Yosys Instances;374;
pwr;power density normalized to cell area;256;nW/um^2
route;tally of nets with antenna violations remaining after routing;0;
route;Routed WL;6030;um
placed_design;global placement routability congestion;0.851;
final_timing;cycle use final;59.9;%
cts;Inserted Clock Buffers;5;
finish;register area;1130;sq um
cts;CTS tree;yes;
cts;Clock Tree Root;sky130_fd_sc_hd__clkbuf_8;
cts;number of buffers inserted for hold repair after clock tree synthesis;0;
finish;final-layout fill cell count;978;
global_routing;vias in the first global route;2265;
final_timing;slew margin rel.;53.9;%
synthesis;top cells by area in the synthesized netlist;sky130_fd_sc_hd__dfxtp_1 (31%), sky130_fd_sc_hd__xor2_1 (6.0%), sky130_fd_sc_hd__nor2_1 (5.6%), sky130_fd_sc_hd__nand3_1 (4.6%), sky130_fd_sc_hd__xnor2_1 (4.6%);
route;Diodes inserted;0;
cts;clock latency on the worst-skew pair;0.29;ns
critical_path;crit path DRT;3.44;ns
critical_path;Crit. End Element;register;
cts;H-tree levels;2;
finish;MI comb area;1800;sq um
synthesis;syn avg cell area;8.23;sq um
synthesis;yosys synthesis chip area;3080;sq um
synthesis;Top FF cell, synth;sky130_fd_sc_hd__dfxtp_1;
route;Pre-Repair DR Iteration Count;4;
synthesis;Largest type area fraction;30.6;%
job;Max Cap Viol;0;
finish;fraction of layout instances using a drive strength above 1;4.03;%
floorplanning;area of the die;10700;sq um
critical_path;CP max FO;17;
final_timing;pin slew with the least headroom to its limit;0.691;ns
route;detailed-route wire length per cell;11.4;um
final_timing;Final Hold Violation Tally;0;
global_routing;global-route wire length before repair;10200;um
[cells in the mapped netlist (3+ instances only)]
cell and n:
sky130_fd_sc_hd__inv_1 13, sky130_fd_sc_hd__dfrtp_1 4, sky130_fd_sc_hd__nand3_1 28, sky130_fd_sc_hd__nand2_1 35, sky130_fd_sc_hd__nor4_1 6, sky130_fd_sc_hd__o211ai_1 3
sky130_fd_sc_hd__dfxtp_1 47, sky130_fd_sc_hd__nor2b_1 4, sky130_fd_sc_hd__and4_1 5, sky130_fd_sc_hd__o31ai_1 4, sky130_fd_sc_hd__nand4_1 4, sky130_fd_sc_hd__nand2b_1 3
sky130_fd_sc_hd__buf_2 5, sky130_fd_sc_hd__nor2_1 46, sky130_fd_sc_hd__nor3_1 11, sky130_fd_sc_hd__a31oi_1 8, sky130_fd_sc_hd__a21oi_1 12, sky130_fd_sc_hd__o21ai_0 12
sky130_fd_sc_hd__and3_1 15, sky130_fd_sc_hd__xor2_1 21, sky130_fd_sc_hd__o22ai_1 3, sky130_fd_sc_hd__xnor2_1 16, sky130_fd_sc_hd__clkbuf_1 6, sky130_fd_sc_hd__ha_1 7
sky130_fd_sc_hd__mux2i_1 5, sky130_fd_sc_hd__or3_1 7
[power by group]
| part | switching (mW) | internal [mW] |
|---|---|---|
| combinational | 0.0181 | 0.0157 |
| clock | 0.170 | 0.184 |
| sequential | 0 | 0.526 |
| total | 0.188 | 0.726 |
[per-stage QoR]
step / cell area (sq um) / std cells / setup WS (ns) / util, %
5_1_grt: 3570 / 530 / 1.23 / 36.2
2_1_floorplan: 3080 / 374 / 1.74 / -
3_3_place_gp: 3460 / 522 / 1.44 / 35.1
3_5_place_dp: 3460 / 522 / 1.43 / 35.1
6_report: 3570 / 530 / 1.40 / 36.2
4_1_cts: 3570 / 530 / 1.42 / 36.2
[cells by family (layout without fill, tap and decap cells)]
logic type,after synthesis,after routing,synth area share [%]
adder cells (fa/ha/maj),7,7,2.84
AND-OR/OR-AND,59,59,12.3
buffers and inverters,31,54,5.00
multiplexers,5,5,1.63
XOR/XNOR,37,37,10.5
flip-flops,54,54,36.6
AND/OR/NAND/NOR,181,181,31.1
[final timing paths]
kind,start,to,slack (ns),cells after the start
max,counter[10]$_SDFF_PN0_,clk1hz$_DFFE_PN_,1.40,3
min,counter[0]$_SDFF_PN0_,counter[0]$_SDFF_PN0_,0.46,1
max reg2reg,counter[10]$_SDFF_PN0_,clk1hz$_DFFE_PN_,1.40,3
min reg2reg,counter[0]$_SDFF_PN0_,counter[0]$_SDFF_PN0_,0.46,1
[metal layers]
layer	vias to the layer above	share of wire, %	GRT usage (%)	wire, um
met4	0	1.3	1.41	81
met5	-	0	0	0
met3	8	5.0	1.84	301
met1	1193	50	18.4	3040
met2	57	43	18.1	2600
li1	1368	-	-	-
[worst max-delay path, stage by stage (launching register included)]
cell and delay (ns):
sky130_fd_sc_hd__dfxtp_1 0.35, sky130_fd_sc_hd__or4b_1 0.52, sky130_fd_sc_hd__nor4_1 0.24, sky130_fd_sc_hd__and4_1 0.63
[layout by cell type, fill, tap and decap left out, types with 11 or more instances in the layout]
cell type / synthesis / routed
sky130_fd_sc_hd__nand2_1: 35 / 35
sky130_fd_sc_hd__xor2_1: 21 / 21
sky130_fd_sc_hd__and3_1: 15 / 15
sky130_fd_sc_hd__dfxtp_1: 47 / 47
sky130_fd_sc_hd__o21ai_0: 12 / 12
sky130_fd_sc_hd__nor3_1: 11 / 11
sky130_fd_sc_hd__a21oi_1: 12 / 12
sky130_fd_sc_hd__nor2_1: 46 / 46
sky130_fd_sc_hd__xnor2_1: 16 / 16
sky130_fd_sc_hd__inv_1: 13 / 13
sky130_fd_sc_hd__nand3_1: 28 / 28
sky130_fd_sc_hd__clkdlybuf4s50_1: 0 / 32
[flip-flops by register name (all words and copies together) (netlist names)]
signal,flops
s7.pstate,3
state,5
s7.count,18
s7.clk250hz,1
counter,26
clk1hz,1
[cell type report]
cell class | instances | share of cell area, %
inverters | 14 | 1.47
clock buffers | 7 | 2.73
multi-input cells | 289 | 50.4
well taps | 133 | 4.66
repair buffers | 32 | 8.97
clock inverters | 1 | 0.210
flip-flops and latches | 54 | 31.6
Power is estimated from default activity; no workload was simulated.
